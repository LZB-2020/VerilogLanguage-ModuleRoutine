==> design/flow/config.mk <==
export PLATFORM = sky130hd
export DESIGN_NAME = pwm
export DESIGN_NICKNAME = pwm
export VERILOG_FILES = /design/flow/design.v
export SDC_FILE = /design/flow/constraint.sdc
export NUM_CORES = 4
export LEC_CHECK = 1
export CORE_UTILIZATION = 40
==> design/flow/constraint.sdc <==
current_design pwm

set clk_period 5.9
set clk_io_pct 0.2

create_clock -name clk0 -period $clk_period [get_ports {clk}]

set non_clock_inputs [all_inputs -no_clocks]
set_input_delay [expr $clk_period * $clk_io_pct] -clock clk0 $non_clock_inputs
set_output_delay [expr $clk_period * $clk_io_pct] -clock clk0 [all_outputs]
==> design/flow/design.v <==
module pwm #(parameter WIDTH = 32)
(
  input               clk,
  input             rst_n,
  input                en,
  input [WIDTH-1:0] cycle,	 
  input [WIDTH-1:0]  duty,	 
  output          pwm_out
);
  reg [WIDTH-1:0] cnt;
  always @(posedge clk or negedge rst_n)
    begin
        if(!rst_n) begin
            cnt <= 1'b1;
        end
        else if(cnt >= cycle) begin
            cnt <= 1'b1;
        end
        else begin
            cnt <= cnt + 1'b1;
        end
    end
  reg pwm_out_r;
  always @(posedge clk or negedge rst_n)
    begin
        if(!rst_n) begin
            pwm_out_r <= 1'b1;
        end
        else if(cnt < duty) begin
            pwm_out_r <= 1'b1;
        end
        else begin
            pwm_out_r <= 1'b0;
        end
    end
  assign pwm_out = en ? pwm_out_r : 1'bz;
endmodule
==> design/flow/run.sh <==
#!/bin/bash
# OpenROAD 26Q1-2900-gdf79404cd8, Yosys 0.63+post, stock flow scripts
make -C /OpenROAD-flow-scripts/flow DESIGN_CONFIG=/design/flow/config.mk WORK_HOME=/design/flow/orfs finish
==> qor.log <==
qor: floorplanning.dieHeight 92.0 µm
qor: power.power_density 230 nW/µm²
qor: power.power.combinational.fraction 39.0%
qor: clock_tree.post_cts.repair.setup_buffers 0
qor: power.power_report.internal_total 0.000595 W
qor: route.wl 6.74 mm
qor: sta.fin_tns_setup 0 ps
qor: setup_path.reg2reg_setup_slack 3230 ps
qor: worst_hold_path.worstHoldPathCells 1
qor: global_route.gr-usage-all-layers 17.3%
qor: logic_synthesis.top_area_share 24.7%
qor: power.total_switching_power 0.000353 W
qor: setup_path.delay_of_the_slowest_critical_path_stage 560 ps
qor: layout.post_route_cells_drive_above_1_share 12.1%
qor: clock_tree.cts.reportedPaths.clkPinSlew 70 ps
qor: setup_path.cp.arrival 3730 ps
qor: logic_synthesis.main_area_contributors_after_synthesis sky130_fd_sc_hd__ha_1 25%, sky130_fd_sc_hd__dfrtp_1 24%, sky130_fd_sc_hd__inv_1 7.6%
qor: logic_synthesis.ys_seq_share 25.6%
qor: setup_path.critical_path_peak_fanout 30
qor: setup_path.r2r-start cnt[11]
qor: logic_synthesis.synth.logic.top_family adder cells
qor: logic_synthesis.number_of_synthesized_flops_with_an_enable_pin 0
qor: route.vias 2559
qor: layout.layout-area-overhead-vs-synth 26.9%
qor: logic_synthesis.synth-seq-cells 33
qor: sta.final.period_utilization 60.5%
qor: placement.gpl.final_weighted_congestion 0.820
qor: setup_path.endpoint_required_time_on_the_critical_path 6060 ps
qor: floorplanning.dieWidth 92.0 µm
qor: power.sw_frac_of_total 37.2%
qor: setup_path.timing.critical_path.from_type primary input
qor: route.antenna_left 0
qor: floorplanning.fp.dieArea 8460 µm²
qor: setup_path.path_cells clkdlybuf4s50_1 > inv_1 > ha_1 > nand4_1 > or4_1 > o311ai_1 > o31ai_1 > nand2_2 > buf_4 > nor2_2
qor: logic_synthesis.adder_share 24.7%
qor: floorplanning.rows 32
qor: sta.worst_slew_margin_rel 64.5%
qor: worst_hold_path.hold_path_startpoint cnt[0]
qor: setup_path.critPathKind in -> reg
qor: power.power.share.clock 23.0%
qor: route.wl_per_cell 12.5 µm
qor: clock_tree.clock-sinks 33
qor: logic_synthesis.syn_avg_cell_area 8.85 µm²
qor: logic_synthesis.synth_async_sr_flop_share 100%
qor: logic_synthesis.ys_top_cells_by_count 66 x sky130_fd_sc_hd__inv_1, 64 x sky130_fd_sc_hd__ha_1, 31 x sky130_fd_sc_hd__dfrtp_1
qor: clock_tree.clock_tree_from_tritoncts yes
qor: global_route.maximum_number_of_pins_on_one_net_before_global_route_repair 34
qor: sta.fin_crit 3570 ps
qor: global_route.grt_pass1_vias 2453
qor: sta.worst_pin_slew 528 ps
qor: sta.rsz0062_at_grt no
qor: clock_tree.clkLatencyLatePin 290 ps
qor: floorplanning.core_util_floorplan 41.7%
qor: logic_synthesis.yosys.area_share.xor_xnor 8.11%
qor: clock_tree.clock_path_buffers 2
qor: flow_run.timing.max_cap.violations 0
qor: clock_tree.post_cts_resize_count 0
qor: global_route.globalRouteOverflowTotal 0
qor: logic_synthesis.synth-main-ff-cell sky130_fd_sc_hd__dfrtp_1
qor: setup_path.timing.critical_path.to_type register
qor: logic_synthesis.synth_cell_type_count 41
qor: global_route.first_pass_grt_wire_length 11.5 mm
qor: logic_synthesis.yosys_chip_area 3240 µm²
qor: placement.port_buffer_cells 66
qor: floorplanning.coreArea 7770 µm²
qor: logic_synthesis.simple_gate_share 21.4%
qor: sta.finalHoldWorstSlack 502 ps
qor: logic_synthesis.ys_warn_count 2
qor: sta.setup_viol 0
qor: clock_tree.root_buffer sky130_fd_sc_hd__clkbuf_8
qor: logic_synthesis.synth-cells-yosys 366
qor: setup_path.reg2regPathDepth 8
qor: setup_path.critical_path.slowest_cell sky130_fd_sc_hd__or4_1
qor: route.route.detailed.vias_per_inst 4.75
qor: clock_tree.h_tree_lvl_count 2
qor: logic_synthesis.syn-cell-area 3240 µm²
qor: status.outcome completed
qor: clock_tree.postCtsHoldBufs 0
qor: clock_tree.cts_inserted_buffers 5
qor: sta.report.final.slew_viol_count 0
qor: route.dr.first_iter.drc_count 69
qor: worst_hold_path.hold_path_end cnt[0]
qor: power.vdd_drop_max 0.121 mV
qor: sta.worst_clock_skew 9.96 ps
qor: flow_run.stage_log_warnings 26
qor: power.p_leak 2.20 nW
qor: route.remaining_drc_errors 0
qor: power.sequentialPowerShare 38.0%
qor: sta.clock.fmax 280 MHz
qor: logic_synthesis.ys_sh_aoi 11.2%
qor: route.drt_pass1_iterations 4
qor: floorplanning.num_io_pins 68
qor: logic_synthesis.synth.area.mux_share 0%
qor: worst_hold_path.holdCritPathClass reg -> reg
qor: logic_synthesis.synth_top_cell_by_area sky130_fd_sc_hd__ha_1
qor: sta.final_hold_viol_count 0
qor: global_route.antenna_found_initial 0
qor: route.antenna_cells 0
qor: logic_synthesis.post_synth_inst_count 366
qor: placement.dp.final_hpwl 5.37 mm
qor: setup_path.worst_r2r_endpoint cnt[20]
qor: logic_synthesis.post-synth-top-count-cell sky130_fd_sc_hd__inv_1
critical path, delay by kind of cell:
family / cells / cell delay (ps)
buf+inv: 3 / 940
simple gates: 4 / 840
compound gates: 2 / 450
fa+ha+maj: 1 / 300
layout make-up:
type	instances	area (µm²)
timing repair buffer	68	676
fill	724	3660
clock buffer	5	68.8
inverter	66	248
clock inverter	3	46.3
tap	102	128
sequential	33	828
multi-input combinational	262	2120
registers in the layout (all words and copies together) (netlist names):
register and count:
cnt 32, pwm_out_r 1
through the flow:
step | cell area (µm²) | total power (W) | worst slack [ps] | util [%] | cells
after global placement | 4000 | 0.000730 | 2080 | 51.4 | 531
after floorplan | 3240 | 0.000616 | 2990 | - | 366
after detailed placement | 4000 | 0.000738 | 2050 | 51.4 | 531
after CTS | 4110 | 0.000962 | 2340 | 52.9 | 539
final | 4110 | 0.000947 | 2330 | 52.9 | 539
after global routing | 4110 | 0.00103 | 2120 | 52.9 | 539
cells in the final DEF (no fill, tap or decap), types with 14 or more instances in the layout:
master                             n
sky130_fd_sc_hd__a21oi_1          20
sky130_fd_sc_hd__clkdlybuf4s50_1  66
sky130_fd_sc_hd__dfrtp_1          31
sky130_fd_sc_hd__ha_1             64
sky130_fd_sc_hd__inv_1            66
sky130_fd_sc_hd__nand2_1          21
sky130_fd_sc_hd__nand3_1          17
sky130_fd_sc_hd__nand4_1          14
sky130_fd_sc_hd__nor2_2           30
sky130_fd_sc_hd__xor2_1           23
power groups by stage:
stage | sequential (W) | clock, W | combinational (W)
finish | 0.000360 | 0.000218 | 0.000369
global route | 0.000372 | 0.000232 | 0.000427
CTS | 0.000363 | 0.000224 | 0.000375
worst max-delay path by stage:
stage / slack, ps / depth (start not counted) / to / from
4_1_cts: 2340 / 10 / cnt[23] / cycle[10]
5_1_grt: 2120 / 10 / cnt[22] / cycle[9]
6_report: 2330 / 10 / cnt[20] / cycle[10]
logic make-up (layout without fill, tap and decap cells):
kind of cell               after synthesis  count (layout)
xor gates and xnor gates                30              30
buffers and inverters                   71             142
DFF                                     33              33
AOI/OAI and AO/OA                       50              50
and+or+nand+nor                        118             118
adders and majority gates               64              64
routing by layer:
layer | wire (µm) | part of all wire, % | global-route usage [%] | vias to the layer above
met5 | 0 | 0 | 0 | -
met4 | 44 | 0.65 | 1.17 | 0
met3 | 237 | 3.5 | 2.45 | 5
met2 | 3010 | 45 | 28.4 | 43
met1 | 3440 | 51 | 26.1 | 1120
li1 | - | - | - | 1391
Power is estimated from default activity; no workload was simulated.
